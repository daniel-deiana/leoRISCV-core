==> flow/run.sh <==
#!/bin/bash
# OpenROAD 26Q1-2900-gdf79404cd8, Yosys 0.63+post, stock flow scripts
make -C /OpenROAD-flow-scripts/flow DESIGN_CONFIG=/design/flow/config.mk WORK_HOME=/design/flow/orfs finish
==> flow/config.mk <==
export PLATFORM = sky130hd
export DESIGN_NAME = cu
export DESIGN_NICKNAME = cu
export VERILOG_FILES = /design/flow/design.v
export SDC_FILE = /design/flow/constraint.sdc
export NUM_CORES = 4
export LEC_CHECK = 1
export CORE_AREA = 10 10 70 70
export DIE_AREA = 0 0 80 80
==> flow/constraint.sdc <==
current_design cu

set clk_period 1.7
set clk_io_pct 0.2

create_clock -name clk0 -period $clk_period

set non_clock_inputs [all_inputs -no_clocks]
set_input_delay [expr $clk_period * $clk_io_pct] -clock clk0 $non_clock_inputs
set_output_delay [expr $clk_period * $clk_io_pct] -clock clk0 [all_outputs]
==> flow/design.v <==
module cu(
    input      zero,
    input [2:0]funct3,
    input [6:0]funct7,
    input [6:0]opcode,
    output wr_en_reg,
    output wr_en_mem,
    output jump_en,
    output reg [3:0] aluCTRL,
    output [2:0] immFormat,
    output alu_src_b_sel,
    output [1:0] reg_wd_sel
);
reg [7:0]controls;
wire jump;
assign      {jump,
            wr_en_reg,
            wr_en_mem,
            immFormat, 
            alu_src_b_sel, 
            reg_wd_sel} = controls;
always @(*) begin
    case(opcode[6:2])
        7'b00000: controls =  9'b0_1_0_000_1_01;
        7'b01000: controls =  9'b0_0_1_001_1_xx;
        7'b11000: controls =  9'b1_0_0_010_0_xx; 
        7'b00100: controls =  9'b0_1_0_000_1_00;
        7'b01100: controls =  9'b0_1_0_xxx_0_01;
        7'b01101: controls =  9'b0_1_0_011_x_10;
        7'b00101: controls =  9'b1_1_0_011_x_11;
        default:  controls =  9'b0_0_0_000_0_00;
    endcase
end
always @(*) begin
    case(opcode[6:2])
        7'b00100: aluCTRL = (funct3 == 3'b000) ? 4'b0000:    
                            (funct3 == 3'b010) ? 4'b0001:    
                            (funct3 == 3'b011) ? 4'b0010:    
                            (funct3 == 3'b100) ? 4'b0011:    
                            (funct3 == 3'b110) ? 4'b0100:    
                            (funct3 == 3'b111) ? 4'b0101:    
                            (funct3 == 3'b001) ? 4'b0110:    
                                                 4'b0111;    
        7'b01100: aluCTRL = (funct3 == 3'b001) ? 4'b0110:    
                            (funct3 == 3'b010) ? 4'b0001:    
                            (funct3 == 3'b011) ? 4'b0010:    
                            (funct3 == 3'b100) ? 4'b0011:    
                            (funct3 == 3'b101) ? 4'b0111:    
                            (funct3 == 3'b110) ? 4'b0100:    
                            (funct3 == 3'b111) ? 4'b0101:    
                            (funct7[5]) ?
                                                 4'b1000 : 
                                                 4'b0000;
        default:  aluCTRL = 4'b0000;
    endcase
end
assign jump_en = (jump && zero) ? 1'b1 : 1'b0;
endmodule
==> results.py <==
# Physical implementation metrics
metrics = {
    "critical_path": {
        "worst_ep_required_time_ns": 1.36,
        "critPathArrivalTime_ns": 1.28,
        "slowest_stage": "nand3b_1",
        "cpMostUsedCell": "buf_4",
        "endpoint": "aluCTRL[0]",
        "worstSetupPathType": "in2out",
        "endpoint_kind": "primary output",
        "cp_num_buf_inv": 5,
        "cp-start-kind": "input pin",
        "cpPeakStageDelay_ns": 0.20,
        "path_cells": "buf_2 -> nand3b_1 -> buf_4 -> buf_4 -> buf_4 -> nor2_1 -> buf_2",
        "crit_family": "buffers and inverters",
        "worstSetupStartpoint": "opcode[2]",
        "crit_cells": 7,
        "crit_fanout": 8,
    },
    "finish": {
        "finish.utilization_pct": 15.3,
        "flop-count": 0,
        "seq_area_sq_um": 0,
        "logic_area_sq_um": 201,
        "area_growth_pct": 208,
        "stdcell_area_sq_um": 524,
        "lay_top_count": "buf_4",
        "final_layout_size_suffix_gt1_share_pct": 55.2,
        "nFillCells": 398,
        "clock_buffer_count": 0,
        "final_cell_mix": "11 x buf_4, 9 x dlygate4sd2_1, 7 x buf_2",
    },
    "run_status": {
        "status": "finished clean",
    },
    "final_timing": {
        "fmax_mhz": 616,
        "min_period_ns": 1.62,
        "slew_violations": 0,
        "post-route-period-util_pct": 95.5,
        "timing.hold.ws_ns": 1.01,
        "hold_viol_final": 0,
        "rsz0062_at_grt": "false",
        "setup_violations": 0,
    },
    "route": {
        "ant_nets": 0,
        "drtIter0Drc": 11,
        "routed_wl_um": 968,
        "wl_per_cell_um": 9.31,
        "drtPass1Iterations": 3,
        "num_antenna_cells": 0,
        "via_per_inst": 2.85,
        "drcViolationCount": 0,
        "via_count": 296,
    },
    "flow_run": {
        "cap_viol_max_count": 0,
        "warnings": 41,
    },
    "grt": {
        "grt_pass1_vias": 266,
        "grt.total_usage_pct": 2.52,
        "overflow": 0,
        "grt_max_degree": 9,
        "antenna_found_initial": 0,
        "grt_pass1_wl_um": 1340,
    },
    "logic_synthesis": {
        "yosys_area_sq_um": 170,
        "seq_area_frac_synth_pct": 0,
        "synthCells": 26,
        "avgSynthCellArea_sq_um": 6.54,
        "synth_cell_types": 18,
        "ys_cells": 26,
        "syn_area_sq_um": 170,
        "yosysWarningCount": 1,
    },
    "floorplanning": {
        "die_y_um": 80,
        "fp_util_pct": 4.98,
        "coreArea_sq_mm": 0.00342,
        "pin_count": 31,
        "chipArea_sq_mm": 0.00640,
        "die_w_um": 80,
        "num_rows": 21,
    },
    "power_and_ir_drop": {
        "pwr_density_cell_mw_per_mm2": 165,
        "ir_drop_mv": 0.0565,
        "p_leak_nw": 0.244,
        "p_total_w": 0.0000863,
    },
    "place": {
        "port_buffers": 20,
        "dp_hpwl_um": 772,
        "place_congestion": 0.792,
        "dpl-instance-area_sq_um": 469,
    },
    "hold_path": {
        "holdPathStages": 4,
        "hold_path.class": "in2out",
    },
    "clock_network": {
        "cts_hold_buf": 0,
    },
}
-- per-layer routing --
metal	GRT usage [%]	wire length (um)	vias to the layer above
met5	0	0	-
met4	0	0	0
met3	0.682	108	0
met2	3.77	358	16
met1	3.69	501	126
li1	-	-	154
-- power breakdown --
group	internal, W	total [W]	switching (W)
clock	0	0	0
sequential	0	0	0
combinational	0.0000519	0.0000863	0.0000343
-- worst min-delay path, stage by stage --
cell     delay, ns
buf_6         0.08
or4b_1        0.10
a21oi_1       0.05
buf_2         0.10
-- final cells by class --
type	count	area share, %
inverters	1	0.716
multi-input cells	24	38.4
well taps	46	11.0
repair buffers	33	49.9
-- synthesized netlist by cell type --
| cell | instances | share of area, % |
|---|---|---|
| a2111oi_0 | 1 | 5.1 |
| a211oi_1 | 1 | 4.4 |
| a21boi_0 | 1 | 4.4 |
| a21oi_1 | 1 | 2.9 |
| and3_1 | 1 | 3.7 |
| buf_4 | 2 | 8.8 |
| conb_1 | 1 | 2.2 |
| inv_2 | 1 | 2.2 |
| mux2i_1 | 1 | 5.9 |
| nand3b_1 | 3 | 13 |
| nor2_1 | 5 | 11 |
| nor2b_1 | 1 | 3.7 |
| nor3_1 | 1 | 2.9 |
| nor4b_1 | 1 | 5.1 |
| o21a_1 | 1 | 4.4 |
| or2_2 | 1 | 3.7 |
| or4b_1 | 1 | 5.9 |
| xnor2_1 | 2 | 10 |
-- worst min-delay path by stage --
stage / start / endpoint / slack, ns
finish: opcode[4] / immFormat[1] / 1.01
CTS: opcode[4] / immFormat[1] / 1.02
global route: opcode[4] / immFormat[1] / 1.03
-- kinds of logic after synthesis --
logic type	count (synthesis)	share of synthesized area (%)
muxes	1	5.88
other	1	2.20
xor gates and xnor gates	2	10.3
and+or+nand+nor	14	49.3
buffers and inverters	3	11.0
AOI/OAI and AO/OA	5	21.3
-- through the flow --
step	cells	setup slack (ns)	setup TNS (ns)
2_1_floorplan	27	0.429	0
3_3_place_gp	98	-0.625	-5.57
3_5_place_dp	98	-0.635	-5.69
4_1_cts	104	0.0703	0
5_1_grt	104	0.0147	0
6_report	104	0.0771	0
-- what timing repair did --
item / in CTS / in global routing
setup endpoints to repair: 11 / 0
resized: 62 / 0
setup buffers: 6 / 0
No activity file was given, so power comes from the tool's default toggle rates.
