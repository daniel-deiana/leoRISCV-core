`flow/config.mk`:
```
export PLATFORM = sky130hd
export DESIGN_NAME = instr_fetch
export DESIGN_NICKNAME = instr_fetch
export VERILOG_FILES = /design/flow/design.v
export SDC_FILE = /design/flow/constraint.sdc
export NUM_CORES = 4
export LEC_CHECK = 1
export CORE_UTILIZATION = 50
```
`flow/constraint.sdc`:
```
current_design instr_fetch

set clk_period 13.7
set clk_io_pct 0.2

create_clock -name clk0 -period $clk_period [get_ports {clk}]

set non_clock_inputs [all_inputs -no_clocks]
set_input_delay [expr $clk_period * $clk_io_pct] -clock clk0 $non_clock_inputs
set_output_delay [expr $clk_period * $clk_io_pct] -clock clk0 [all_outputs]
```
`flow/design.v`:
```
module instr_fetch(
    input clk,
    input rst,
    input jmp,
    input [31:0] branchOffset,
    output [31:0] iaddr
); 
reg [31:0] pc;
wire [31:0]offset;
assign offset = branchOffset;
initial begin
    pc <= 0;
end
always @(posedge clk) begin
    pc <= (jmp) ? pc + offset 
                : pc + 4; 
end
assign iaddr = pc; 
endmodule
```
`flow/run.sh`:
```
#!/bin/bash
# OpenROAD 26Q1-2900-gdf79404cd8, Yosys 0.63+post, stock flow scripts
make -C /OpenROAD-flow-scripts/flow DESIGN_CONFIG=/design/flow/config.mk WORK_HOME=/design/flow/orfs finish
```
==> run summary <==
critical path type - in -> reg
Hold Buf Count CTS - 0
Syn Area/Cell - 7.89 µm²
Ant. Diodes - 0
Critical R2R Capture - pc[30]$_DFF_P_
period utilization - 40.3%
worst min path class - reg -> reg
startpoint types - input pin
# resized after CTS - 0
Synth Cell Area - 3140 µm²
CP startpoint - branchOffset[0]
endpoints failing hold - 0
area delta synth->final - 24.7%
VDD IR max - 0.115 mV
DRT iter0 DRCs - 135
Pins Over Slew Limit - 0
Slew Limit Headroom - 58.5%
synth unique cells - 53
Log Warnings - 27
yosys stat cell total - 398
static leakage - 1.66 nW
clk sink count - 32
H-tree depth - 2
DP HPWL - 5350 µm
Post-synth seq share - 21.0%
core area - 5990 µm²
status - finished, final reports clean
post-route DRC violation count - 0
Period minus WS final - 5.52 ns
crit end category - flop
Yosys chip area - 3140 µm²
number of global-route vias before repair - 2483
RSZ-0062 raised after global routing - no
final antenna-violating net count - 0
number of enable flip-flop cells - 2
capture point of the worst path - pc[30]$_DFF_P_
most flop-heavy register - pc
GR Overflow Total - 0
ys flops - 32
Ys Warns - 1
routed len/inst - 13.1 µm
CP required - 13.88 ns
Largest regs - pc: 32 flops
fmax - 0.181 GHz
CTS tree - done
crit path DAT - 5.69 ns
clk slew on worst S/H paths - 0.06 ns
Detailed Routing Iterations Pass 1 - 4
Dominant flop cell - dfxtp_1
path depth of the worst reg2reg path - 12
Fin Setup TNS - 0 ns
IO Port Bufs - 65
Max-cap violations - 0
CTS max path bufs - 2
die height - 81.3 µm
DRT Wirelength - 7010 µm
Final Power - 0.000876 W
Ports - 67
Hold Path Depth - 1
Clock Skews - 0.00568 ns
Die W - 81.3 µm
largest net degree at the start of global routing - 64
fp_density - 52.4%
final setup vio count - 0
GR Util All Layers - 22.0%
row cnt - 28
P per Cell Area - 224 nW/µm²
cts bufs inserted - 5
first-pass GRT wire length - 11300 µm
antenna violations before repair - 0
Synth Instances - 398
CTS root buffer - clkbuf_8
R2R Setup Slk - 10.73 ns
Vias/cell - 5.51
Die ar. - 6600 µm²
share of cells above drive strength 1 - 5.45%
Post-synth ARST share - 0%
postcts setup bufs - 0
CP max FO - 4
DR vias - 2941
Worst-Margin Slew - 0.622 ns
max reg flops - 32
Reg2Reg Launch Point - pc[0]$_DFFE_PP_
clk latency late pin - 0.28 ns
routability cong. - 0.925
## how the worst min path moves through the flow
stage	from	end	slack [ns]
4_1_cts	pc[31]$_DFF_P_	pc[31]$_DFF_P_	0.46
5_1_grt	pc[31]$_DFF_P_	pc[31]$_DFF_P_	0.47
6_report	pc[31]$_DFF_P_	pc[31]$_DFF_P_	0.46
## report_power, final
part | leakage, nW | total [W] | switching [W] | internal (W)
clock | 0.0371 | 0.0000674 | 0.0000336 | 0.0000338
sequential | 0.273 | 0.000216 | 0.0000730 | 0.000143
combinational | 1.35 | 0.000592 | 0.000276 | 0.000316
total | 1.66 | 0.000876 | 0.000383 | 0.000493
## final cells by class
class,instances,area [µm²]
Clock buffer,6,72.6
Fill cell,513,2070
Inverter,11,41.3
Multi-Input combinational cell,344,2400
Sequential cell,32,661
Tap cell,75,93.8
Timing Repair Buffer,66,653
## Yosys cell counts (all sizes together) (4+ instances only)
master / number / area share, %
nand2b: 4 / 0.80
nor3: 6 / 1.4
nor2b: 5 / 1.2
o21ai: 18 / 2.9
o211ai: 5 / 1.5
xnor2: 32 / 8.9
a31oi: 5 / 1.0
a21oi: 43 / 7.1
o21bai: 5 / 1.2
and2: 4 / 0.80
clkbuf: 8 / 0.96
and3: 10 / 2.2
xor2: 22 / 6.1
inv: 11 / 1.3
nand3: 15 / 2.4
mux2i: 4 / 1.3
nand4: 8 / 2.1
a21o: 15 / 3.6
ha: 32 / 13
dfxtp: 30 / 19
nor2: 44 / 5.3
nand2: 36 / 4.3
## cell usage in the layout, fill, tap and decap left out, types with 3 or more instances in the layout
cell type and instances:
clkdlybuf4s50_1 64, nor2_1 44, a21oi_1 41, nand2_1 36
xnor2_1 32, ha_1 32, dfxtp_1 30, xor2_1 22
a21o_1 15, nand3_1 15, o21ai_0 15, inv_1 11
and3_1 9, nand4_1 7, o21bai_1 5, a31oi_1 5
clkbuf_8 5, nand2b_1 4, and2_1 4, mux2i_1 4
nor2b_1 4, a221o_1 3, o21a_1 3, o21ai_1 3
o211ai_1 3, nor3_1 3, nor3_2 3, and4_1 3
o22ai_1 3
## metrics by stage
step | hold slack (ns) | worst slack (ns) | instance area (µm²) | cells | utilization, %
6_report | 0.457 | 8.18 | 3920 | 534 | 65.4
4_1_cts | 0.458 | 8.22 | 3920 | 534 | 65.4
5_1_grt | 0.474 | 8.02 | 3920 | 534 | 65.4
3_5_place_dp | 0.449 | 7.92 | 3840 | 528 | 64.2
2_1_floorplan | 0.409 | 8.70 | 3140 | 398 | -
3_3_place_gp | 0.441 | 7.91 | 3840 | 528 | 64.2
## layer usage
layer / share of wire [%] / vias up / track usage [%] / routed length (µm)
met2: 43 / 62 / 34.1 / 3020
met1: 52 / 1318 / 34.5 / 3620
met4: 0.70 / 0 / 1.79 / 49
met5: 0 / - / 0 / 0
met3: 4.6 / 4 / 2.51 / 322
li1: - / 1557 / - / -
## critical path, cell delays in order
cell,delay (ns)
clkdlybuf4s50_1,0.46
ha_1,0.20
inv_1,0.07
fa_1,0.43
nor2b_4,0.14
o31ai_2,0.10
a211oi_4,0.29
a211oi_2,0.17
o311a_1,0.38
nor3_2,0.24
nand4_1,0.21
mux2i_1,0.19
nor2_1,0.06
## cell families after synthesis
kind of cell | count (synthesis) | synth area share [%]
and+or+nand+nor | 141 | 22.7
muxes | 5 | 1.63
adders and majority gates | 33 | 13.4
AOI/OAI and AO/OA | 111 | 23.5
xor gates and xnor gates | 54 | 15.1
DFF | 32 | 21.0
buffers and inverters | 22 | 2.71
Power and IR drop assume default switching activity.
