===== run.sh =====
#!/bin/bash
# OpenROAD 26Q1-2900-gdf79404cd8, Yosys 0.63+post, stock flow scripts
make -C /OpenROAD-flow-scripts/flow DESIGN_CONFIG=/design/flow/config.mk WORK_HOME=/design/flow/orfs finish

===== config.mk =====
export PLATFORM = sky130hd
export DESIGN_NAME = alu
export DESIGN_NICKNAME = alu
export VERILOG_FILES = /design/flow/design.v
export SDC_FILE = /design/flow/constraint.sdc
export NUM_CORES = 4
export LEC_CHECK = 1
export CORE_UTILIZATION = 30

===== constraint.sdc =====
current_design alu

set clk_period 23.7
set clk_io_pct 0.2

create_clock -name clk0 -period $clk_period

set non_clock_inputs [all_inputs -no_clocks]
set_input_delay [expr $clk_period * $clk_io_pct] -clock clk0 $non_clock_inputs
set_output_delay [expr $clk_period * $clk_io_pct] -clock clk0 [all_outputs]

===== design.v =====
module alu(
    input [31:0]srcA,
    input [31:0]srcB,
    input [3:0]aluCTRL,
    output reg[31:0]res,
    output reg zero
);
wire [4:0]shamt, is_logic_shift;
reg signed [31:0] imm_sign;
assign shamt = srcB[4:0];
assign is_arith_shift = srcB[10];
always @(*) begin
    imm_sign <= srcB;
    zero <= (srcA - srcB == 0) ? 1 : 0;
    case(aluCTRL)
        4'b0000: res = srcA + srcB;
        4'b0001: res = (srcA < imm_sign) ? 1'b1: 1'b0;
        4'b0010: res = (srcA < srcB) ? 1'b1: 1'b0;
        4'b0011: res = srcA ^ srcB; 
        4'b0100: res = srcA | srcB;
        4'b0101: res = srcA & srcB;
        4'b0110: res = srcA << shamt;
        4'b0111: res = (is_arith_shift) ?   srcA >>> shamt :
                                            srcA >> shamt;
        4'b1000: res = srcA - srcB; 
        default: res = 0;
    endcase
end
endmodule

==> metrics.cfg <==
[sta]
setup_viol_count_final=0
fin_crit_ps=14400
setup_tns_ps=0
fin_crit_sh_pct=60.7
tightestPinTransition_ps=813
drv_slew=0
slew_headroom_pct=45.8
fmax_ghz=0.0695
finalHoldViolCount=0
rsz0062_at_grt=false

[worst_hold_path]
hp-class=in2out

[layout]
area_growth_pct=13.0
drive_above_1_share_pct=5.14
lay_top_count=nor2_1
clock_buffers=0
lay_top_cells=nor2_1 (178), o21ai_0 (139), nand2_1 (128), ha_1 (99), clkdlybuf4s50_1 (98)
num-fill-cells=2939
seq_area_um2=0
logic_area_mm2=0.00743
stdcell_area_mm2=0.00936
seq_cells=0

[place]
placed_area_mm2=0.00936
globalplace.congestion=1.04
portBuffers=101
dp_hpwl_um=32900

[pwr]
power_leakage_nw=3.96
power_frac_seq_pct=0
powerDensity_mw_per_mm2=26.4
netSwitchingFraction_pct=62.9
p_comb_share_pct=100.0
p_sw_w=0.000155
power.share.clock_pct=0
p_int_w=0.0000915
peakVddDrop_uv=7.20

[worst_setup_path]
worstPathRequired_ps=18960
crit_type=in2out
start_kind=input port
crit_fanout=56
arrival_ps=9660
cp-end-kind=output port

[die]
die_area_mm2=0.0283
die-height_um=168
ios=101
chipWidth_um=168
core_area_mm2=0.0270
rows=60
fp_util_pct=30.6

[detailed_routing]
antenna-diode-count=0
remaining_drc_errors=0
dr.pass1.iters=7
num_vias=10100
vias_per_cell=6.07
drtIter0Drc=1146
drt-wirelength-per-cell_um=24.1
drtAntennaViolNets=0
drt-total-wl_um=40100

[grt]
antenna_found_initial=0
grt_pass1_wl_um=59100
grt_max_degree=76
grt_overflow_total=0
first_global_vias=9456
grt_usage_pct=28.1

[synthesis]
yosys_warnings=2
synth.avg_cell_area_um2=6.40
synth_stat.cells=1295
yosys_area_mm2=0.00828
synth_cell_types=94
syn_inst=1295
synth_seq_share_pct=0
synthesis.area_mm2=0.00828

[clock_tree]
hold_buffers=0
postCtsSetupBuffers=0
cts_resized=0

[status]
status=completed

[run]
warnings=99
maxCapViolations=0

==> layer usage <==
layer  routed length, µm  vias up  part of all wire (%)  GRT usage (%)
met3                3860       65                   9.6           5.05
li1                    -     4749                     -              -
met2               17600      530                    44           43.6
met4                1240        2                   3.1           6.72
met1               17300     4744                    43           40.2
met5                  55        -                  0.14           1.91
==> kinds of logic after synthesis <==
group	Yosys count	synth area share (%)
AOI/OAI and AO/OA	474	37.9
xor gates and xnor gates	43	4.55
adders and majority gates	101	15.4
buffers and inverters	187	10.4
muxes	70	9.02
and+or+nand+nor	420	22.7
==> stage by stage <==
stage               worst slack [ps]  hold slack [ps]  power (W)  instances  util, %
floorplan                      10550             9620   0.000155       1295        -
detailed placement              9320            10740   0.000240       1663     34.6
CTS                             9330            10740   0.000241       1663     34.6
finish                          9300            10750   0.000247       1663     34.6
global route                    9000            10800   0.000265       1663     34.6
global placement                9300            10750   0.000241       1663     34.6
==> power groups by stage <==
stage / clock network, W / logic (W) / registers (W)
final: 0 / 0.000247 / 0
after CTS: 0 / 0.000241 / 0
after global routing: 0 / 0.000265 / 0
==> cell usage after synthesis (all sizes together), types with 3 or more instances <==
library cell,count,area (µm²)
xor2,11,96.3
a211oi,28,210
ha,99,1240
nor2,179,672
or2,5,31.3
a21boi,4,30.0
clkinv,3,11.3
nand2b,11,68.8
o211ai,16,120
o311ai,3,26.3
a211o,5,43.8
nand2,129,487
o22ai,15,93.8
o21bai,9,71.3
o211a,4,40.0
o31ai,12,95.1
a31oi,12,81.3
o21a,11,82.6
a2111oi,8,88.8
and2b,3,25.0
nor4,10,75.1
buf,23,156
nand4,7,43.8
o311a,3,31.3
and3,8,50.1
o22a,3,26.3
xnor2,32,280
a221oi,20,193
clkbuf,70,343
o31a,5,45.0
a21o,16,121
a21oi,98,498
a22oi,6,45.0
o221ai,15,138
or3,5,31.3
a221o,12,120
nand3,18,90.1
nor2b,12,75.1
nor3,26,151
mux2i,63,631
mux4,3,67.6
inv,91,349
mux2,4,48.8
o21ai,150,751
==> cell type report <==
type / instances / area share, %
inverters: 94 / 3.85
well taps: 341 / 4.56
multi-input cells: 1108 / 79.4
repair buffers: 120 / 12.2
==> worst max-delay path, stage by stage <==
cell and delay (ps):
clkdlybuf4s50_1 450, buf_4 400, inv_2 40, buf_4 360, ha_1 460, a211oi_1 110, o311a_1 380, nor3_1 300
a41o_1 300, a31oi_2 150, nor2_1 280, a41oi_1 250, o31ai_1 310, a21oi_1 120, xor2_1 190, o221ai_1 250
clkdlybuf4s50_1 530
==> final timing paths <==
check / from / endpoint / slack [ps] / cells after the start
max: srcB[1] / res[31] / 9300 / 17
min: srcB[3] / res[2] / 10750 / 5
Power figures rest on the tool's default switching activity, not on a simulated workload.
